==> ./design.v <==
`timescale 1ns/1ns
module timing_fsm(
   input   clk_i,
   input   rst_i,
   input   [23-1:0] address,
   input   byteenable,
   input   [4-1:0] cntrl_op,
   input   [3-1:0] cmd_op_cycles,
   input   [16-1:0] wrdata,
   output  reg ack,
   output  reg OEn,
   output  reg CEn,
   output  reg WEn,
   output  reg BYTEn,
   output  reg RSTn,
   output  reg [23-1:0] ADDR,
   output   [16-1:0] write_data_o,
   output  reg data_i_enable,
   output  reg data_o_enable,
   output  reg signal_drive,
   output  reg signal_drives,
   output  reg signals_drive);
   assign write_data_o = wrdata ;
   reg [7:0] timing_counter;
   reg [7:0] counter;
   reg [3:0] timing_cntrl_state;
   always @ (posedge clk_i or negedge rst_i)
     if(rst_i == 1'b0)
       begin
         data_i_enable <= 1'b0;
         data_o_enable <= 1'b0;            
         timing_counter <= 8'b0;
         ack <= 1'b0;
         signal_drive <= 1'b0;
         signals_drive <= 1'b0;
         signal_drives <= 1'b0;
       end
     else
       begin
         RSTn <= 1'b1;
         BYTEn <= 1'b1;
         case(timing_cntrl_state)
           4'b0001:
             begin
               if(timing_counter <= 8'b00000010)
                 begin
                   CEn <= 1'b1;
                   OEn <= 1'b1;
                   RSTn <= 1'b1;
                   timing_counter <= timing_counter + 8'b00000001;
                 end
               else if(timing_counter == 8'b00000011) 
                 begin
                   RSTn <= 1'b0;
                   timing_counter <= timing_counter + 8'b00000001;
                 end
               else if(timing_counter == 8'b00001110) 
                 begin
                   RSTn <= 1'b1;
                   timing_counter <= timing_counter + 1;
                 end
               else if(timing_counter == 8'b00010100) 
                 begin
                   ack <= 1'b1;
                   timing_counter <= timing_counter + 1;
                 end
               else if(timing_counter == 8'b00010101) 
                 begin
                   ack <= 1'b0;
                   timing_counter <= 8'b0;
                 end
               else
                 begin
                   CEn <= 1'b1;
                   OEn <= 1'b1;
                   timing_counter <= timing_counter + 1;
                 end
             end
           4'b0010:
             begin
               if(byteenable == 1'b0)
                 begin
                   if(cmd_op_cycles == 3'b010)
                     begin
                       if(timing_counter <= 8'b00000010)              
                         begin
                           CEn<= 1'b1;
                           BYTEn <= 1'b0;
                           ack <= 1'b0;
                           timing_counter <= timing_counter + 8'b00000001;
                         end
                       else if(timing_counter == 8'b00000011)            
                         begin
                           ADDR <= address;
                           CEn <= 1'b0;
                           BYTEn <= 1'b1;
                           timing_counter <= timing_counter + 8'b00000001;
                         end
                       else if(timing_counter == 8'b00001000)   
                         begin
                           BYTEn <= 1'b0;
                           timing_counter <= timing_counter + 8'b00000001;
                         end
                       else if(timing_counter == 8'b00001010)       
                         begin
                           data_i_enable <= 1'b1;
                           timing_counter <= timing_counter + 8'b00000001;
                         end
                       else if(timing_counter == 8'b00001100)     
                         begin
                           CEn <= 1'b1;
                           timing_counter <= timing_counter + 8'b00000001;
                         end
                       else if(timing_counter == 8'b00001101)     
                         begin
                           ADDR <= 23'b0;
                           timing_counter <= timing_counter + 8'b00000001;
                         end
                       else if(timing_counter == 8'b00001110)    
                         begin
                           data_i_enable <= 1'b0;
                           ack <= 1'b1;
                           timing_counter <= timing_counter + 8'b00000001;
                         end
                       else if(timing_counter == 8'b00001111)    
                         begin
                           ack <= 1'b0;
                           timing_counter <= 8'b0;
                         end
                       else
                         begin
                           timing_counter <= timing_counter + 8'b00000001;
                         end
                     end
                   else
                     begin
                       timing_counter <= 8'b0;
                       CEn <= 1'b1;
                       OEn <= 1'b1;
                       WEn <= 1'b1;
                     end
                 end
               else
                 begin
                   if(cmd_op_cycles == 3'b010)
                     begin
                       if(timing_counter <= 8'b00000010)              
                         begin
                           CEn <= 1'b1;
                           BYTEn <= 1'b1;
                           ack <= 1'b0;
                           timing_counter <= timing_counter + 8'b00000001;
                         end
                       else if(timing_counter == 8'b00000011)            
                         begin
                           ADDR <= address;
                           CEn <= 1'b0;
                           BYTEn <= 1'b0;
                           timing_counter <= timing_counter + 8'b00000001;
                         end
                       else if(timing_counter == 8'b00000100)   
                         begin
                           BYTEn <= 1'b1;
                           timing_counter <= timing_counter + 8'b00000001;
                         end
                       else if(timing_counter == 8'b00001010)       
                         begin
                           data_i_enable <= 1'b1;
                           timing_counter <= timing_counter + 8'b00000001;
                         end
                       else if(timing_counter == 8'b00001100)     
                         begin
                           CEn <= 1'b1;
                           timing_counter <= timing_counter + 8'b00000001;
                         end
                       else if(timing_counter == 8'b00001101)     
                         begin
                           timing_counter <= timing_counter + 8'b00000001;
                         end
                       else if(timing_counter == 8'b00001110)    
                         begin
                           data_i_enable <= 1'b0;
                           ack <= 1'b1;
                           timing_counter <= timing_counter + 8'b00000001;
                         end
                       else if(timing_counter == 8'b00001111)    
                         begin
                           ack <= 1'b0;
                           timing_counter <= 8'b0;
                         end
                       else
                         begin
                           timing_counter <= timing_counter + 8'b00000001;
                         end
                     end
                   else
                     begin
                       timing_counter <= 8'b0;
                       CEn <= 1'b1;
                       OEn <= 1'b1;
                       WEn <= 1'b1;
                     end
                 end
             end
           4'b0011:
             begin
               if(cmd_op_cycles == 3'b001)
                 begin
                   if(timing_counter == 8'b00000010) 
                     begin
                       data_o_enable <= 1'b0;
                       signal_drive <= 1'b1;
                       OEn <= 1'b1;
                       CEn <= 1'b1;
                       timing_counter <= timing_counter + 8'b00000001;
                     end
                   else if(timing_counter == 8'b00000111) 
                     begin
                       signal_drives <= 1'b1;
                       WEn <= 1'b1;
                       timing_counter <= timing_counter + 8'b00000001;
                     end                           
                   else if(timing_counter == 8'b00001100) 
                     begin
                       signals_drive <= 1'b1;
                       ADDR <= address;
                       timing_counter <= timing_counter + 8'b00000001;
                     end                     
                   else if(timing_counter == 8'b00001101) 
                     begin
                       CEn <= 1'b0;
                       timing_counter <= timing_counter + 8'b00000001;
                     end
                   else if(timing_counter == 8'b00001110) 
                     begin
                       WEn <= 1'b0;
                       timing_counter <= timing_counter + 8'b00000001;
                     end
                   else if(timing_counter == 8'b00001111) 
                     begin 
                       data_o_enable <= 1'b1;        
                       timing_counter <= timing_counter + 8'b00000001;
                     end
                   else if(timing_counter == 8'b00010100) 
                     begin
                       WEn <= 1'b1;
                       timing_counter <= timing_counter + 8'b00000001;
                     end
                   else if ( timing_counter == 8'b00010101) 
                     begin
                       CEn <= 1'b1;
                       timing_counter <= timing_counter + 8'b00000001;
                     end
                   else if ( timing_counter == 8'b00010110) 
                     begin
                       data_o_enable <= 1'b0;
                       ack <= 1'b1;
                       timing_counter <= timing_counter + 8'b00000001;
                     end
                   else if ( timing_counter == 8'b00010111) 
                     begin
                        ack <= 1'b0;
                        timing_counter <= 8'b0;
                     end
                   else
                     begin
                       timing_counter <= timing_counter + 8'b00000001;
                     end
                 end
               else if((cmd_op_cycles == 3'b010) || (cmd_op_cycles == 3'b011))
                 begin
                  if(timing_counter == 8'b00000101) 
                     begin
                       ADDR <= address;
                       timing_counter <= timing_counter + 8'b00000001;
                     end                     
                   else if(timing_counter == 8'b00000110) 
                     begin
                       CEn <= 1'b0;
                       timing_counter <= timing_counter + 8'b00000001;
                     end
                   else if(timing_counter == 8'b00000111) 
                     begin
                       WEn <= 1'b0;
                       timing_counter <= timing_counter + 8'b00000001;
                     end
                   else if(timing_counter == 8'b00001000) 
                     begin 
                       data_o_enable <= 1'b1;        
                       timing_counter <= timing_counter + 8'b00000001;
                     end
                   else if(timing_counter == 8'b00001101) 
                     begin
                       WEn <= 1'b1;
                       timing_counter <= timing_counter + 8'b00000001;
                     end
                   else if ( timing_counter == 8'b00001110) 
                     begin
                       CEn <= 1'b1;
                       timing_counter <= timing_counter + 8'b00000001;
                     end
                   else if ( timing_counter == 8'b00001111) 
                     begin
                       data_o_enable <= 1'b0;
                       ack <= 1'b1;
                       timing_counter <= timing_counter + 8'b00000001;
                     end
                   else if ( timing_counter == 8'b00010000) 
                     begin
                        ack <= 1'b0;
                        timing_counter <= 8'b0;
                     end
                   else
                     begin
                       timing_counter <= timing_counter + 8'b00000001;
                     end
                 end
               else if(cmd_op_cycles == 3'b100)
                 begin
                   if(timing_counter == 8'b00000101) 
                     begin
                       ADDR <= address;
                       timing_counter <= timing_counter + 8'b00000001;
                     end                     
                   else if(timing_counter == 8'b00000110) 
                     begin
                       CEn <= 1'b0;
                       timing_counter <= timing_counter + 8'b00000001;
                     end
                   else if(timing_counter == 8'b00000111) 
                     begin
                       WEn <= 1'b0;
                       timing_counter <= timing_counter + 8'b00000001;
                     end
                   else if(timing_counter == 8'b00001000) 
                     begin 
                       data_o_enable <= 1'b1;        
                       timing_counter <= timing_counter + 8'b00000001;
                     end
                   else if(timing_counter == 8'b00001101) 
                     begin
                       WEn <= 1'b1;
                       timing_counter <= timing_counter + 8'b00000001;
                     end
                   else if ( timing_counter == 8'b00001110) 
                     begin
                       CEn <= 1'b1;
                       timing_counter <= timing_counter + 8'b00000001;
                     end
                   else if ( timing_counter == 8'b00001111) 
                     begin
                       data_o_enable <= 1'b0;
                       ack <= 1'b1;
                       timing_counter <= timing_counter + 8'b00000001;
                     end
                   else if ( timing_counter == 8'b00010000) 
                     begin
                        ack <= 1'b0;
                        timing_counter <= 8'b0;
                     end
                   else
                     begin
                       timing_counter <= timing_counter + 8'b00000001;
                     end
                 end
               else
                 begin
                    timing_counter <= 8'b0;
                 end
             end
           4'b0100:
             begin
               if(cmd_op_cycles <= 110)
                 begin
                   if(timing_counter == 8'b00000011) 
                     begin
                       ADDR <= address;
                       CEn <= 1'b0;
                       OEn <= 1'b1;
                       timing_counter <= timing_counter + 8'b00000001;
                     end
                   else if(timing_counter == 8'b00000110) 
                     begin
                       WEn <= 1'b0;
                       data_o_enable <= 1'b1;
                       timing_counter <= timing_counter + 8'b00000001;
                     end
                   else if(timing_counter == 8'b00001010) 
                     begin
                       data_o_enable <= 1'b0;
                       WEn <= 1'b1;
                       timing_counter <= timing_counter + 8'b00000001;
                     end
                   else if(timing_counter == 8'b00001011) 
                     begin
                       CEn <= 1'b1;
                       ack <= 1'b1;
                       timing_counter <= timing_counter + 8'b00000001;
                     end
                   else if(timing_counter == 8'b00001100) 
                     begin
                       ack <= 1'b0;
                       timing_counter <= 8'b0;
                     end
                   else
                     begin
                       timing_counter <= timing_counter + 8'b00000001;
                     end
                 end
               else
                 begin
                   CEn <= 1'b1;
                   OEn <= 1'b1;
                   WEn <= 1'b1;
                 end
             end
           4'b0101:
             begin
               if(cmd_op_cycles <= 110)
                 begin
                   if(timing_counter == 8'b00000011) 
                     begin
                       ADDR <= address;
                       CEn <= 1'b0;
                       OEn <= 1'b1;
                       timing_counter <= timing_counter + 8'b00000001;
                     end
                   else if(timing_counter == 8'b00000110) 
                     begin
                       WEn <= 1'b0;
                       data_o_enable <= 1'b1;
                       timing_counter <= timing_counter + 8'b00000001;
                     end
                   else if(timing_counter == 8'b00001010) 
                     begin
                       data_o_enable <= 1'b0;
                       WEn <= 1'b1;
                       timing_counter <= timing_counter + 8'b00000001;
                     end
                   else if(timing_counter == 8'b00001011) 
                     begin
                       CEn <= 1'b1;
                       ack <= 1'b1;
                       timing_counter <= timing_counter + 8'b00000001;
                     end
                   else if(timing_counter == 8'b00001100) 
                     begin
                       ack <= 1'b0;
                       timing_counter <= 8'b0;
                     end
                   else
                     begin
                       timing_counter <= timing_counter + 8'b00000001;
                     end
                 end
             end
           4'b0110:
             begin
               if(timing_counter == 8'b00000011) 
                 begin
                   ADDR <= address;
                   CEn <= 1'b0;
                   OEn <= 1'b1;
                   timing_counter <= timing_counter + 8'b00000001;
                 end
               else if(timing_counter == 8'b00000110) 
                 begin
                   WEn <= 1'b0;
                   data_o_enable <= 1'b1;
                   timing_counter <= timing_counter + 8'b00000001;
                 end
               else if(timing_counter == 8'b00001010) 
                 begin
                   data_o_enable <= 1'b0;
                   WEn <= 1'b1;
                   timing_counter <= timing_counter + 8'b00000001;
                 end
               else if(timing_counter == 8'b00001011) 
                 begin
                   CEn <= 1'b1;
                   ack <= 1'b1;
                   timing_counter <= timing_counter + 8'b00000001;
                 end
               else if(timing_counter == 8'b00001100) 
                 begin
                   ack <= 1'b0;
                   timing_counter <= 8'b0;
                 end
               else
                 begin
                   timing_counter <= timing_counter + 8'b00000001;
                 end
             end
           4'b1000:
             begin
               if(timing_counter == 8'b00000011) 
                 begin
                   ADDR <= address;
                   CEn <= 1'b0;
                   OEn <= 1'b1;
                   timing_counter <= timing_counter + 8'b00000001;
                 end
               else if(timing_counter == 8'b00000110) 
                 begin
                   WEn <= 1'b0;
                   data_o_enable <= 1'b1;
                   timing_counter <= timing_counter + 8'b00000001;
                 end
               else if(timing_counter == 8'b00001010) 
                 begin
                   data_o_enable <= 1'b0;
                   WEn <= 1'b1;
                   timing_counter <= timing_counter + 8'b00000001;
                 end
               else if(timing_counter == 8'b00001011) 
                 begin
                   CEn <= 1'b1;
                   ADDR <= address;
                   ack <= 1'b1;
                   timing_counter <= timing_counter + 8'b00000001;
                 end
               else if(timing_counter == 8'b00001100) 
                 begin
                   ack <= 1'b0;
                   timing_counter <= 8'b0;
                 end
               else
                 begin
                   timing_counter <= timing_counter + 8'b00000001;
                 end
             end
         endcase
       end
   always @ (posedge clk_i or negedge rst_i)
     if(rst_i == 1'b0)
       begin
         timing_cntrl_state <= 4'b0; 
       end
     else
       begin
         timing_cntrl_state <= cntrl_op;
       end
   always @ (negedge clk_i or negedge rst_i)
     if(rst_i == 1'b0)
       begin
         OEn <= 1'bZ;
         counter <= 8'b0;
       end
     else
       begin
         if(cntrl_op == 4'b0010 && cmd_op_cycles == 3'b010)
           begin
             if(BYTEn == 1'b0)
               begin
                 if(ack == 1'b0)
                   begin
                     if(counter == 8'b00001000) 
                       begin
                         OEn <= 1'b0;
                         counter <= counter + 8'b00000001 ;
                       end
                     else if(counter == 8'b00001100) 
                       begin
                         OEn <= 1'b1;
                         counter <= counter + 8'b00000001 ;
                       end
                     else
                       begin
                         counter <= counter + 8'b00000001 ;
                       end
                   end
                 else 
                   begin
                     counter <= 8'b0;
                   end
               end
             else
               begin
                 if(ack == 1'b0)
                   begin
                     if(counter == 8'b00001000) 
                       begin
                         OEn <= 1'b0;
                         counter <= counter + 8'b00000001 ;
                       end
                     else if(counter == 8'b00001100) 
                       begin
                         OEn <= 1'b1;
                         counter <= counter + 8'b00000001 ;
                       end
                     else
                       begin
                         counter <= counter + 8'b00000001 ;
                       end
                   end
                 else 
                   begin
                     counter <= 8'b0;
                   end
               end
           end
         else
           begin
             counter <= 8'b0;
           end
       end
endmodule
==> ./run.sh <==
#!/bin/bash
# OpenROAD 26Q1-2900-gdf79404cd8, Yosys 0.63+post, stock flow scripts
make -C /OpenROAD-flow-scripts/flow DESIGN_CONFIG=/design/flow/config.mk WORK_HOME=/design/flow/orfs finish
==> ./config.mk <==
export PLATFORM = sky130hd
export DESIGN_NAME = timing_fsm
export DESIGN_NICKNAME = timing_fsm
export VERILOG_FILES = /design/flow/design.v
export SDC_FILE = /design/flow/constraint.sdc
export NUM_CORES = 4
export LEC_CHECK = 1
export CORE_UTILIZATION = 50
==> ./constraint.sdc <==
current_design timing_fsm

set clk_period 9.4
set clk_io_pct 0.2

create_clock -name clk0 -period $clk_period [get_ports {clk_i}]

set non_clock_inputs [all_inputs -no_clocks]
set_input_delay [expr $clk_period * $clk_io_pct] -clock clk0 $non_clock_inputs
set_output_delay [expr $clk_period * $clk_io_pct] -clock clk0 [all_outputs]
==> results.txt <==
Update from the flow run.

The synthesis log from Yosys contains 2 warnings. Once synthesis finished, the tally of register bits stood at 55. The step where the flow halted is synthesis (1_2_yosys). The synth_stat.txt file lists the number of cells as 425.

The tool reported: "ERROR: Found 1 problems in 'check -assert'". The number of synthesized flops with an enable pin is 28. The stat command in Yosys gives a chip area of 0.00393 sq mm. The share of synthesized area occupied by flip-flops and latches is 0.386.

The flow did not finish. Among all flip-flop cells after synthesis, the most frequent one is sky130_fd_sc_hd__edfxtp_1. The number of distinct standard cells referenced by the synthesized netlist is 81. The fraction of synthesis flops using an asynchronous set or reset pin is 0.491.
==> cells by family after synthesis <==
logic type                 Yosys count  synth area share
and+or+nand+nor                    165             0.236
DFF                                 55             0.386
muxes                                6            0.0162
AOI/OAI and AO/OA                  127             0.227
xor gates and xnor gates             6            0.0134
adders and majority gates            7            0.0223
buffers and inverters               59            0.0993
==> cells in the mapped netlist (3+ instances only) <==
library cell | count | share of area
sky130_fd_sc_hd__o21ai_1 | 3 | 0.0038
sky130_fd_sc_hd__a22o_1 | 24 | 0.053
sky130_fd_sc_hd__o22ai_1 | 3 | 0.0048
sky130_fd_sc_hd__and3_1 | 4 | 0.0064
sky130_fd_sc_hd__edfxtp_1 | 28 | 0.21
sky130_fd_sc_hd__dfrtn_1 | 9 | 0.057
sky130_fd_sc_hd__xor2_1 | 5 | 0.011
sky130_fd_sc_hd__nor4_1 | 6 | 0.0096
sky130_fd_sc_hd__and2_1 | 3 | 0.0048
sky130_fd_sc_hd__buf_2 | 6 | 0.0076
sky130_fd_sc_hd__or3_1 | 6 | 0.0096
sky130_fd_sc_hd__buf_4 | 17 | 0.032
sky130_fd_sc_hd__a21o_1 | 4 | 0.0076
sky130_fd_sc_hd__a22oi_1 | 3 | 0.0057
sky130_fd_sc_hd__nand2b_1 | 7 | 0.011
sky130_fd_sc_hd__nor3_1 | 10 | 0.013
sky130_fd_sc_hd__or2_2 | 3 | 0.0048
sky130_fd_sc_hd__nor2b_1 | 6 | 0.0096
sky130_fd_sc_hd__a31oi_1 | 12 | 0.019
sky130_fd_sc_hd__o21ai_0 | 22 | 0.028
sky130_fd_sc_hd__o31ai_1 | 3 | 0.0057
sky130_fd_sc_hd__dfrtp_1 | 18 | 0.11
sky130_fd_sc_hd__nand3_1 | 27 | 0.034
sky130_fd_sc_hd__a21oi_1 | 23 | 0.029
sky130_fd_sc_hd__nor2_1 | 32 | 0.031
sky130_fd_sc_hd__o211ai_1 | 3 | 0.0057
sky130_fd_sc_hd__buf_6 | 3 | 0.0086
sky130_fd_sc_hd__mux2i_1 | 3 | 0.0076
sky130_fd_sc_hd__a211oi_1 | 4 | 0.0076
sky130_fd_sc_hd__ha_1 | 7 | 0.022
sky130_fd_sc_hd__inv_1 | 9 | 0.0086
sky130_fd_sc_hd__clkbuf_1 | 14 | 0.013
sky130_fd_sc_hd__clkbuf_8 | 7 | 0.025
sky130_fd_sc_hd__nand2_1 | 34 | 0.032
